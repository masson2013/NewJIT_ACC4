--- flow/constraint.sdc ---
current_design prctrl

set clk_period 2.6
set clk_io_pct 0.2

create_clock -name clk0 -period $clk_period [get_ports {clk}]

set non_clock_inputs [all_inputs -no_clocks]
set_input_delay [expr $clk_period * $clk_io_pct] -clock clk0 $non_clock_inputs
set_output_delay [expr $clk_period * $clk_io_pct] -clock clk0 [all_outputs]
--- flow/run.sh ---
#!/bin/bash
# OpenROAD 26Q1-2900-gdf79404cd8, Yosys 0.63+post, stock flow scripts
make -C /OpenROAD-flow-scripts/flow DESIGN_CONFIG=/design/flow/config.mk WORK_HOME=/design/flow/orfs finish
--- flow/design.v ---
module prctrl #(
  parameter DWIDTH = 32
)
(
  input   wire  [         3 : 0]    ID                     ,
  input   wire                      PR_VALID               ,
  input   wire  [DWIDTH - 1 : 0]    PR_DATA                ,
  output  wire                      PR_DONE                ,
  input   wire                      clk                    ,
  input   wire                      rstn
);
localparam INIT   = 3'b001;
localparam START  = 3'b010;
localparam END    = 3'b100;
reg  [2:0]  state   ;
reg         rPR_DONE;
wire       Start_Condition;
wire       End_Condition;
assign  Start_Condition = ((PR_DATA == {4'hD, ID[3:0], 8'h0, 16'hBEEF} && PR_VALID == 1'b1) ? 1'b1 : 1'b0);
assign    End_Condition = ((PR_DATA == {4'hD, ID[3:0], 8'h0, 16'hDEAD} && PR_VALID == 1'b1) ? 1'b1 : 1'b0);
assign PR_DONE = rPR_DONE;
always @(posedge clk)
begin
  if (!rstn) begin
    state    <= INIT;
    rPR_DONE <= 1'b0;
  end
  else begin
    state    <= state;
    rPR_DONE <= rPR_DONE;
    case (state)
      INIT: begin
        if (Start_Condition) begin
          state    <= START;
          rPR_DONE <= 1'b0;
        end
      end
      START: begin
        if (End_Condition) begin
          state    <= END;
          rPR_DONE <= 1'b1;
        end
      end
      END: begin
        if (Start_Condition) begin
          state    <= START;
          rPR_DONE <= 1'b0;
        end
      end
      default: begin
        state   <= INIT;
        rPR_DONE <= 1'b0;
      end
    endcase
  end
end
endmodule
--- flow/config.mk ---
export PLATFORM = sky130hd
export DESIGN_NAME = prctrl
export DESIGN_NICKNAME = prctrl
export VERILOG_FILES = /design/flow/design.v
export SDC_FILE = /design/flow/constraint.sdc
export NUM_CORES = 4
export LEC_CHECK = 1
export CORE_AREA = 10 10 70 70
export DIE_AREA = 0 0 80 80
==> results_dict.tcl <==
# yosys + openroad results
set metrics [dict create \
    top_level_ports 40 \
    final-hold-violation-count 0 \
    cp.depth 5 \
    min_path_type "reg2reg" \
    seqCellArea_um2 80.1 \
    portBuffers 39 \
    dpl.hpwl_mm 1.31 \
    p_int_uw 170 \
    dieWidth_um 80 \
    cap_violations 0 \
    top_cells_by_area "dfxtp_1, nor4_4, xor2_1" \
    combPwrFrac_pct 34.6 \
    drive_gt1_share_pct 15.4 \
    rr_worst_depth 3 \
    clkLatencyLatePin_ns 0.24 \
    fin_crit_ns 2.12 \
    cts_setup_buffers 0 \
    cp-end-kind "flop" \
    required_ns 2.73 \
    hold_buffers 0 \
    top_area_cell "dfxtp_1" \
    outcome "finished, final reports clean" \
    cp_slowest_cell "or4bb_2" \
    irDropWorstVdd_mv 0.0784 \
    final_area_um2 823 \
    area_growth_pct 133 \
    swShare_pct 20.7 \
    fp-row-count 21 \
    cts_tree "built" \
    cts_sinks 4 \
    powerDensity_mw_per_mm2 261 \
    crit_fanout 4 \
    yosys.stat.seqShare_pct 22.7 \
    grt_pass1_vias 479 \
    via_per_inst 3.74 \
    period_used_pct 81.6 \
    grt_overflow 0 \
    cts_htree_levels 1 \
    drt_iter0_drc 19 \
    coreArea_mm2 0.00342 \
    top_cell_area_share_pct 22.7 \
    start_kind "primary input" \
    die-area_mm2 0.00640 \
    slowest_delay_ns 0.63 \
    drc 0 \
    finalMaxSlewViolations 0 \
    num_vias 464 \
    drtAntennaViolNets 0 \
    path_cells "clkdlybuf4s50_1 > or4bb_2 > nor4_4 > nand4_1 > a32o_2" \
    seqPwrFrac_pct 28.7 \
    worstHoldPathCells 2 \
    diodes 0 \
    placed_area_um2 801 \
    n_fill_cell 372 \
    avgRoutedWirePerCell_um 11.8 \
    fp_util_pct 10.3 \
    fmax_mhz 472 \
    finClkSkew_ns 0.00260 \
    dr.pass1.iters 3 \
    gp_congestion 0.818 \
    path_clk_slew_ns 0.04 \
    switching_power_uw 44.4 \
    warnings 25 \
    syn-cell-area_um2 353 \
    synth_area_per_cell_um2 9.80 \
    crit_arrival_ns 2.25 \
    grt_pass1_wl_mm 2.24 \
    die_h_um 80 \
    mi_logic_area_um2 269 \
    cts_buffer_depth 2 \
    timing.setup.critical_path_class "in2reg" \
    fin_tns_setup_ns 0 \
    cts_made_buffers 3 \
    postRouteWirelength_mm 1.47 \
    setup-violations-final 0 \
    maxSlewHeadroom_pct 67.4 \
    placedCellCount 121 \
    ys_warn_count 1 \
    grt_max_degree 9 \
    syn_inst 36 \
    worst_pin_slew_ns 0.483 \
    cpLargestDelayFamily "simple AND/OR/NAND/NOR gates" \
    cts_resized 0 \
    track_usage_pct 4.37 \
    power.static_leakage_uw 0.000298 \
    ys_cells 36 \
    synth-area-yosys_um2 353 \
    rsz0062_at_grt "no" \
    synth_cell_types 23 \
    whs_ns 0.451 \
    antenna_found_initial 0 \
    stdcell_count 124 \
    synth_flops 4 \
    clkPwrFrac_pct 36.7 \
    cts_root_buf "clkbuf_4" \
    crit_buf_inv 1 \
]
-- cell type report --
cell class / instances / share of cell area (%)
well taps: 46 / 6.99
clock buffers: 3 / 2.74
inverters: 1 / 0.456
repair buffers: 39 / 47.4
flip-flops and latches: 4 / 9.73
multi-input cells: 31 / 32.7
-- power by group through the flow --
stage | registers (uW) | clock network, uW | logic, uW
final | 61.6 | 78.8 | 74.4
after global routing | 61.6 | 87.5 | 79.9
after CTS | 61.6 | 82.8 | 75.3
-- state kept, by name, summed over array words and instances (netlist names) --
| register | flops |
|---|---|
| rPR_DONE | 1 |
| state | 3 |
-- kinds of logic (layout without fill, tap and decap cells) --
| logic type | after synthesis | count (layout) | synth area share [%] |
|---|---|---|---|
| and+or+nand+nor | 23 | 23 | 57.4 |
| xor gates and xnor gates | 4 | 4 | 9.93 |
| AOI/OAI and AO/OA | 4 | 4 | 8.87 |
| buffers and inverters | 1 | 43 | 1.06 |
| DFF | 4 | 4 | 22.7 |
-- cells in the final DEF, fill, tap and decap left out --
cell	count
and4_4	1
nand4_1	4
clkbuf_4	3
nor3_2	1
o21ai_1	1
or3_2	1
xor2_1	4
dfxtp_1	4
nand4b_1	1
and2b_1	1
nand2_1	4
nor2_1	1
and4b_2	1
or4bb_1	1
o22ai_1	1
or4bb_2	1
clkdlybuf4s50_1	39
inv_1	1
and4_1	1
nor4b_1	1
or4b_4	1
a32o_2	1
nor4_4	2
o311ai_1	1
nand3_1	1
-- routing by layer --
| metal | up-vias | GRT usage [%] | share of wire (%) |
|---|---|---|---|
| li1 | 231 | - | - |
| met1 | 212 | 4.18 | 32 |
| met2 | 17 | 8.59 | 57 |
| met3 | 4 | 1.25 | 8.4 |
| met4 | 0 | 1.41 | 2.5 |
| met5 | - | 0 | 0 |
-- through the flow --
stage | setup slack [ns] | utilization (%) | total power, uW
global placement | 0.261 | 23.4 | 136
finish | 0.479 | 24.1 | 215
CTS | 0.483 | 24.1 | 220
floorplan | 0.739 | - | 77.3
global route | 0.393 | 24.1 | 229
detailed placement | 0.239 | 23.4 | 138
-- final timing paths --
check	startpoint	endpoint	slack (ns)
max	PR_DATA[28]	state[2]	0.48
min	state[0]	state[0]	0.45
max reg2reg	state[1]	state[2]	1.60
min reg2reg	state[0]	state[0]	0.45
-- synthesized netlist by cell type, drive strengths merged --
master  instances
or4bb           2
nor4            2
a32o            1
inv             1
o21ai           1
nand3           1
nand4b          1
or4b            1
or3             1
o311ai          1
and4b           1
nand4           4
and2b           1
nor3            1
and4            2
nor4b           1
o22ai           1
xor2            4
nand2           4
nor2            1
dfxtp           4
-- worst register-to-register path, cell delays in order (launching register included) --
cell	delay, ns
dfxtp_1	0.30
nor2_1	0.17
and2b_1	0.20
a32o_2	0.21
Power figures rest on the tool's default switching activity, not on a simulated workload.
